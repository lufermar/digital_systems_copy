==> design/flow/design.v <==
module AdcDac(
    input           MAX10_CLK1_50,   
    input  [1:0]    KEY,             
    inout  [9:0]    ARDUINO_IO,      
    output [9:0]    LEDR,            
    input  [9:0]    SW,              
    output [7:0]    HEX0,            
    output [7:0]    HEX1,            
    output [7:0]    HEX2,            
    output [7:0]    HEX3
);
    logic reset;
    logic debounced_key;
    logic clk;
    logic tick;
    logic signed[15:0] data;
    logic              adc_clk;         
    logic              adc_mosi;        
    logic              adc_cnv;         
    logic              adc_miso;        
    logic              dac_clk;         
    logic              dac_mosi;        
    logic              dac_cs;          
    logic              dac_reset_n;     
    assign reset = !KEY[0];
    assign clk = MAX10_CLK1_50;
    TickGen #(
    .DIVIDER(50)
    ) tickGen (
    .clk_i(clk),
    .reset_i(reset),
    .tick_o(tick)
    );
    AdcReader reader(
        .clk_i(clk),
        .reset_i(reset),
        .start_i(tick),
        .data_o(data),
        .spi_clk_o(adc_clk),
        .spi_mosi_o(adc_mosi),
        .cnv_o(adc_cnv),
        .spi_miso_i(adc_miso),
		 .is_idle_o()
    );
    DacWriter writer(
        .clk_i(clk),
        .reset_i(reset),
        .start_i(tick),
        .data_i(data),
        .spi_clk_o(dac_clk),
        .spi_mosi_o(dac_mosi),
        .spi_cs_o(dac_cs),
        .dac_reset_no(dac_reset_n),
		  .is_idle_o()
    );
    assign ARDUINO_IO[0] = dac_cs;
	assign ARDUINO_IO[1] = dac_clk;
    assign ARDUINO_IO[2] = dac_mosi;
    assign ARDUINO_IO[3] = dac_reset_n;
    assign ARDUINO_IO[4] = adc_cnv;
    assign ARDUINO_IO[5] = adc_clk;
    assign ARDUINO_IO[6] = adc_mosi;
    assign adc_miso = ARDUINO_IO[7];
    SevenSegment0 digit0(SW[2:0], HEX0[6:0]);
    assign HEX0[7] = 1;  
    SevenSegment1 digit1(SW[2:0], HEX1[6:0]);
    assign HEX1[7] = 1;  
    SevenSegment2 digit2(SW[2:0], HEX2[6:0]);
    assign HEX2[7] = 1;  
    SevenSegment3 digit3(SW[2:0], HEX3[6:0]);
    assign HEX2[7] = 1;  
	assign HEX3[7] = 1;  
endmodule
module AdcReader(    
    input                   clk_i,       
    input                   reset_i,     
    output signed [15:0]    data_o,      
    input                   start_i,     
    output                  is_idle_o,   
    output                  spi_clk_o,   
    output                  spi_mosi_o,  
    output                  cnv_o,       
    input                   spi_miso_i   
    );
    typedef enum logic [4:0] {
        IDLE,            
        CNV_DOWN,        
        CLK_SET,         
        CLK_LOW,         
        DONE             
    } state_t;
    state_t state_q, state_d;
    logic [3:0] bit_counter_q, bit_counter_d;
    logic [15:0] data_rx_q, data_rx_d;
    logic signed [15:0] out_data_q, out_data_d;
    always_ff @(posedge clk_i) begin
        if (reset_i) begin
            state_q <= IDLE;
            bit_counter_q <= 0;
            data_rx_q <= 0;
            out_data_q <= 0;
        end else begin
            state_q <= state_d;
            bit_counter_q <= bit_counter_d;
            data_rx_q <= data_rx_d;
            out_data_q <= out_data_d;
        end  
    end  
    always_comb begin
        state_d = state_q;
        bit_counter_d = bit_counter_q;
        data_rx_d = data_rx_q;
        out_data_d = out_data_q;
        if (state_q == IDLE) begin
            bit_counter_d = 15;
            if (start_i) state_d = CNV_DOWN;
        end
        if (state_q == CNV_DOWN) begin
            state_d = CLK_SET;
        end
        if (state_q == CLK_SET) begin
            data_rx_d[bit_counter_q] = spi_miso_i;
            state_d = CLK_LOW;
        end
        if (state_q == CLK_LOW) begin
            if (bit_counter_q > 0) begin
                bit_counter_d = bit_counter_q - 4'd1;
                state_d = CLK_SET;
            end else state_d = DONE;
        end
        if (state_q == DONE) begin
            if (!start_i) state_d = IDLE;
            out_data_d = $signed(data_rx_q);
        end
    end  
    assign spi_mosi_o = 1;
    assign spi_clk_o = (state_q == CLK_SET);
    assign cnv_o = ((state_q == IDLE) | (state_q == DONE));
    assign is_idle_o = (state_q == IDLE);
    assign data_o = out_data_q;
endmodule
module DacWriter
    (
    input               clk_i,             
    input               reset_i,           
    input signed [15:0] data_i,            
    input               start_i,           
    output              is_idle_o,         
    output              spi_clk_o,         
    output              spi_mosi_o,        
    output              spi_cs_o,          
    output              dac_reset_no      
    );
    typedef enum logic [4:0] {
        IDLE,        
        CS_DOWN,     
        SET_CLK,     
        SEL_BIT,     
        DONE         
    } state_t;
    state_t state_q, state_d;
    logic [3:0] bit_counter_q, bit_counter_d;
    logic [15:0] data_reg_q, data_reg_d;
    always_ff @(posedge clk_i) begin
        if (reset_i) begin
            state_q <= IDLE;
            bit_counter_q <= 0;
            data_reg_q <= 16'h8000;
        end else begin
            state_q <= state_d;
            bit_counter_q <= bit_counter_d;
            data_reg_q <= data_reg_d;
        end  
    end  
    always_comb begin
	state_d = state_q;
	bit_counter_d = bit_counter_q;
        data_reg_d = data_reg_q;
		case(state_q)
			IDLE: begin
				if(start_i) begin
					bit_counter_d = 15;
					state_d = CS_DOWN;
					data_reg_d = 16'($unsigned(17'sh8000 + data_i));
				end
			end
			CS_DOWN: state_d = SET_CLK;
			SET_CLK: state_d = SEL_BIT;
			SEL_BIT: begin
				if(bit_counter_q > 0) begin
					bit_counter_d = bit_counter_q - 4'd1;
					state_d = SET_CLK;
				end
				else begin
					state_d  = DONE;
				end
			end
			DONE: begin
				if(!start_i) begin
					state_d = IDLE;
				end
			end
			default:
				state_d = state_q;
		endcase
    end
    assign spi_mosi_o = data_reg_q[bit_counter_d];
    assign spi_clk_o = (state_q == SET_CLK);
    assign spi_cs_o = ((state_q == IDLE) | (state_q == DONE));
    assign is_idle_o = (state_q == IDLE);
    assign dac_reset_no = !reset_i;
endmodule
module SevenSegment0(    
    input [2:0]    input_i,
    output [6:0]            LED_o
    );
    always_comb
    begin
        case(input_i)
            3'b000: LED_o = 7'b0001110;  
            3'b100: LED_o = 7'b0001110;  
            3'b110: LED_o = 7'b0001110;  
            3'b010: LED_o = 7'b0001110;  
            3'b001: LED_o = 7'b0000110;  
            3'b101: LED_o = 7'b0000110;  
            3'b011: LED_o = 7'b0101111;  
            3'b111: LED_o = 7'b0101111;  
            default: LED_o = 7'b1111111;
        endcase
    end    
endmodule
module SevenSegment1(    
    input [2:0]    input_i,
    output [6:0]            LED_o
    );
    always_comb
    begin
        case(input_i)
            3'b000: LED_o = 7'b0001110;  
            3'b100: LED_o = 7'b0001110;  
            3'b110: LED_o = 7'b0001110;  
            3'b010: LED_o = 7'b0001110;  
            3'b001: LED_o = 7'b1000111;
            3'b101: LED_o = 7'b1000111;  
            3'b011: LED_o = 7'b1111011;  
            3'b111: LED_o = 7'b1111011;  
            default: LED_o = 7'b1111111;
        endcase
    end    
endmodule
module SevenSegment2(    
    input [2:0]    input_i,
    output [6:0]            LED_o
    );
    always_comb
    begin
        case(input_i)
            3'b000: LED_o = 7'b1000000;  
            3'b100: LED_o = 7'b1000000;  
            3'b110: LED_o = 7'b1000000;  
            3'b010: LED_o = 7'b1000000;  
            3'b001: LED_o = 7'b0100001;  
            3'b101: LED_o = 7'b0100001;  
            3'b011: LED_o = 7'b0001110;  
            3'b111: LED_o = 7'b1111011;  
            default: LED_o = 7'b1111111;
        endcase
    end    
endmodule
module SevenSegment3(    
    input [2:0]    input_i,
    output [6:0]            LED_o
    );
    always_comb
    begin
        case(input_i)
            3'b000: LED_o = 7'b1111111;  
            3'b100: LED_o = 7'b1111111;  
            3'b110: LED_o =7'b1111111;  
            3'b010: LED_o = 7'b1111111;  
            3'b001: LED_o = 7'b1111001;  
            3'b101: LED_o = 7'b1111001;  
            3'b011: LED_o = 7'b1111111;  
            3'b111: LED_o = 7'b1111111;  
            default: LED_o = 7'b1111111;
        endcase
    end    
endmodule
module TickGen
    #(
        parameter DIVIDER = 50,
        parameter FREQ_DIGITS_STEP_N = 3
    )(
        input clk_i,
        input reset_i, 
        input toggle_i, 
        output tick_o      
    );
    logic unsigned [23:0] counter_r;
    logic unsigned [23:0] divider_r = 24'(DIVIDER); 
    always_ff @(posedge clk_i)
    begin
        if (reset_i)
            counter_r <= 0;
        else
            if (counter_r < divider_r)
                counter_r <= counter_r + 24'd1;
            else
                counter_r <= 0;
    end  
    assign tick_o = (counter_r == 0);
endmodule
==> design/flow/run.sh <==
#!/bin/bash
# OpenROAD 26Q1-2900-gdf79404cd8, Yosys 0.63+post, stock flow scripts
make -C /OpenROAD-flow-scripts/flow DESIGN_CONFIG=/design/flow/config.mk WORK_HOME=/design/flow/orfs finish
==> design/flow/config.mk <==
export PLATFORM = sky130hd
export DESIGN_NAME = AdcDac
export DESIGN_NICKNAME = AdcDac
export VERILOG_FILES = /design/flow/design.v
export SDC_FILE = /design/flow/constraint.sdc
export NUM_CORES = 4
export LEC_CHECK = 1
export CORE_UTILIZATION = 50
==> design/flow/constraint.sdc <==
current_design AdcDac

set clk_period 6.4
set clk_io_pct 0.2

create_clock -name clk0 -period $clk_period [get_ports {MAX10_CLK1_50}]

set non_clock_inputs [all_inputs -no_clocks]
set_input_delay [expr $clk_period * $clk_io_pct] -clock clk0 $non_clock_inputs
set_output_delay [expr $clk_period * $clk_io_pct] -clock clk0 [all_outputs]
==> summary.rpt <==
PHYSICAL IMPLEMENTATION REPORT
----------------------------------------------------
[Floorplanning]
  Share of the core filled by cells before placement ........................ ~52%
  Top-Level Pins ........................ 65
  Chip width ........................ 90.0 um
  Height of the chip ........................ approximately 90 um
  # rows ........................ 31

[Placement]
  Cell Area, Placed ........................ ~4000 um^2
  Last weighted congestion value of the routability-driven placer ........................ ~0.85
  Dpl hpwl ........................ between 4000 and 5000 um
  Placed instance count ........................ between 500 and 600
  Input/output buffers ........................ 22

[Yosys]
  Most used DFF post-synth ........................ sky130_fd_sc_hd__dfxtp_1
  Number of unique standard cell types used by synthesis ........................ about 50
  Mean area per synthesized cell ........................ 8.79 um^2
  Count of mapped cells out of synthesis ........................ between 400 and 500
  Cell count in the Yosys report ........................ 440
  Mapped Area ........................ 3870 um^2
  Yosys stat chip area ........................ slightly below 4000 um^2
  Register area share after synthesis ........................ 46.6%
  Register bit total from synthesis ........................ ~90
  EDFF count, synth ........................ 0
  Fraction of registers with async set or reset after synthesis ........................ 0%
  Warnings from Yosys ........................ about 53

[Outcome]
  Status ........................ stopped before the end
  Last stage the flow got to ........................ 4_1_cts
  Error ........................ [error] [KeplerFormal.cpp:679] Workflow failed: Iso has multiple drivers: .KEY0, input44.X0

[Final timing]
  Endpoints left unconstrained ........................ 3

[CTS]
  H-tree depth reported by CTS ........................ 3
  Deepest clock path buffer count ........................ 2
  Buffers inserted by post-CTS timing repair ........................ 0
  Resized Gates After CTS ........................ 0
  Cts-stage hold buffer count ........................ 0
  TritonCTS buffer count ........................ 9
  Clock Sink Count ........................ approximately 90
  Root cell of the clock tree ........................ sky130_fd_sc_hd__clkbuf_8

----------------------------------------------------
-- per-stage QoR --
step / setup WS (ps) / hold slack, ps
after detailed placement: 2470 / 427
after global placement: 2500 / 426
after floorplan: 2870 / 412
-- cell usage after synthesis, drive strengths merged (2+ instances only) --
master | count | share of area (%)
o21ai | 5 | 0.65
conb | 2 | 0.19
a22oi | 7 | 1.4
and2 | 7 | 1.2
a211oi | 6 | 1.2
and3 | 12 | 2.2
clkbuf | 17 | 1.6
nand3 | 7 | 1.0
nor2b | 2 | 0.32
mux2i | 19 | 4.9
nand2 | 69 | 6.9
a21oi | 28 | 3.9
a211o | 2 | 0.49
ha | 7 | 2.3
buf | 40 | 7.8
inv | 14 | 1.4
a311oi | 5 | 1.1
nor2 | 53 | 5.1
or4 | 2 | 0.39
a21o | 2 | 0.42
xor2 | 4 | 0.91
nor4 | 6 | 1.5
xnor2 | 4 | 0.91
nand4 | 3 | 0.49
dfxtp | 90 | 47
o31ai | 3 | 0.94
nand2b | 4 | 0.65
nor3 | 10 | 1.3
-- logic make-up after synthesis --
logic type	count (synthesis)	share of synthesized area [%]
and+or+nand+nor	180	22.1
DFF	90	46.6
buffers and inverters	71	10.8
AOI/OAI and AO/OA	63	11.4
muxes	19	4.92
xor gates and xnor gates	8	1.81
adders and majority gates	7	2.26
other	2	0.194
