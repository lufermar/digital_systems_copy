### flow/run.sh
#!/bin/bash
# OpenROAD 26Q1-2900-gdf79404cd8, Yosys 0.63+post, stock flow scripts
make -C /OpenROAD-flow-scripts/flow DESIGN_CONFIG=/design/flow/config.mk WORK_HOME=/design/flow/orfs finish
### flow/config.mk
export PLATFORM = sky130hd
export DESIGN_NAME = Debouncer
export DESIGN_NICKNAME = Debouncer
export VERILOG_FILES = /design/flow/design.v
export SDC_FILE = /design/flow/constraint.sdc
export NUM_CORES = 4
export LEC_CHECK = 1
export CORE_AREA = 10 10 88 88
export DIE_AREA = 0 0 98 98
### flow/constraint.sdc
current_design Debouncer

set clk_period 3.1
set clk_io_pct 0.2

create_clock -name clk0 -period $clk_period [get_ports {clk_i}]

set non_clock_inputs [all_inputs -no_clocks]
set_input_delay [expr $clk_period * $clk_io_pct] -clock clk0 $non_clock_inputs
set_output_delay [expr $clk_period * $clk_io_pct] -clock clk0 [all_outputs]
### flow/design.v
module Debouncer#(
    parameter COUNT_LEN = 500
  )
  (
    input logic  clk_i,      
    input logic  reset_i,    
    input logic  bouncing_i,   
    output logic debounced_o   
  );
  typedef enum logic [1:0] {
    IDLE_LOW,       
    COUNT_TO_HIGH,  
    IDLE_HIGH,      
    COUNT_TO_LOW    
  } state_enum_e;
  typedef struct packed{
    state_enum_e state;
    logic unsigned [23:0] counter;
  } state_t;
  state_t state_q;
  state_t state_d;
  always_comb begin
    state_d.state = state_q.state;   
    state_d.counter = 0;   
    case(state_q.state)
      IDLE_LOW: begin
        state_d.counter = 0;
        if (bouncing_i == 1) state_d.state = COUNT_TO_HIGH;
      end
      COUNT_TO_HIGH: begin
        if (bouncing_i == 1) begin
          if (state_q.counter < COUNT_LEN) state_d.counter = state_q.counter + 1;
          else state_d.state = IDLE_HIGH;
        end else state_d.state = IDLE_LOW;
      end
      IDLE_HIGH: begin
        state_d.counter = 0;
        if (bouncing_i == 0) state_d.state = COUNT_TO_LOW;
      end
      COUNT_TO_LOW: begin
        if (bouncing_i == 0) begin
          if (state_q.counter < COUNT_LEN) state_d.counter = state_q.counter + 1;
          else state_d.state = IDLE_LOW;
        end else state_d.state = IDLE_HIGH;
      end
      default: ;
    endcase
  end
  always_ff @(posedge clk_i)begin
    if (reset_i == 1) begin
      state_q.counter <= 0;
      state_q.state <= IDLE_LOW;
    end 
    else begin
      state_q <= state_d;
    end
  end
  assign debounced_o = ((state_q.state == COUNT_TO_LOW) | (state_q.state == IDLE_HIGH));
endmodule
==> run summary <==
Numbers from the implementation run.

The effective utilization at floorplan is 0.142. The register bit count reported by yosys is 26. The leading cell type by number of instances after synthesis is dfxtp_1.

The registers reported with the highest flop counts are state_q: 25 flops. 4 I/O pins were placed. In the final run the clock tree shows a worst skew of 4.56 ps. The final critical-path share of the clock period is 0.562. In the routed layout, each cell is associated on average with a via count of 2.97. The synthesized netlist has a Yosys-reported chip area of 838 µm². The buffer_ports step reported a buffer count of 3.

The number of antenna violations at the first check in global routing came to 0. The filler-free cell count of the finished design is 168. The floorplan row count is 28. The most area-hungry cell type in the Yosys netlist is dfxtp_1. Power spread over the standard cell area amounts to just under 600 nW/µm². In this run the VDD rail shows a maximum IR drop of 245 µV. The number of instances in the synthesized netlist is 73.

The wire length per cell is approximately 6.5 µm. The routed design uses 87 µm of met3 wire. The type of the most critical hold path is reg2reg. The number of buffer and inverter instances along the worst setup path is 1. The minimum clock period is 1740 ps.

In this run the register-to-register setup slack is 1590 ps. The share of synthesized area in the top cell type comes to 0.621. The type of the worst setup path is reg2out. The final routed DRC violation total is 0.

In this run the number of H-tree levels came out at 1. The wire-length estimate of the detail-placed layout is about 760 µm. The number of warnings reported in the stage logs is 25. The run finished with clean final reports. A synthesized cell averages 11.5 µm². At the later pin of the worst-skew pair, clock insertion delay measures 270 ps. The region available for standard cell placement spans 5920 µm².

For reference, the final report shows the max-slew violation count at 0. The largest net degree at the start of global routing is 16. The total die size is 9600 µm².

Summed over all failing endpoints, the final setup total negative slack is 0 ps. Summed over all nets, wire length on met2 after detailed routing comes to roughly 420 µm. The final setup violation count is 0. Routed signal wires occupy layers up through met4. The first-pass GRT wire length is 1980 µm. The share of layout cells above drive strength 1 is 0.0968. The kind of cell adding the most delay to the critical path is buffers and inverters. On the worst setup and hold paths after CTS, the clock-pin slew comes to 90 ps. Nets still carrying antenna violations after routing amount to 0. The register with the most flip-flops in the layout has 25 of them.

The y dimension of the die is 98 µm. The wire length reported by the detailed router is 1100 µm. TritonCTS built the clock tree. Yosys reported that registers with async set or reset make up 0. The number of enable flip-flop cells is 0.

The arrival time reported for the critical path endpoint is 1120 ps. Counting endpoints that fail hold in the final report gives 0. The biggest fanout along the worst timing path is 3. In this run, post-CTS repair resized a total of 0 instances. The analysis attributes to cell leakage a power of 0.000386 µW. The count of hold-fix buffers inserted at cts is 0. The number of iterations in the first detailed-routing pass is 4. The cell type of the slowest stage on the worst timing path is clkdlybuf4s50_1.

The routability congestion estimate from global placement is between 0.7 and 0.8. For this block, wires on met1 add up to 554 µm. In this run the critical path is formed by clkdlybuf4s50_1.

Before any placement, the netlist area is recorded as 838 µm². Sorting the synthesized cells by how often they occur yields 26 x dfxtp_1, 11 x nor2_1, 5 x xnor2_1. The kind of capture point of the worst setup path is an output pin. The utilization after layout is 0.183.

By area the synthesized netlist is led by dfxtp_1 62%, xnor2_1 5.2%, nor2_1 4.9%. The clock tree root driver cell is clkbuf_8. The total global routing track utilization is 0.0233. The netlist uses 24 different library cells. The register share after synthesis is 0.621. On the worst path, the slowest cell contributes a delay of around 480 ps. For this run, the number of Yosys warnings is 1. The count of instantiated cells in the yosys netlist is 73.

Relative to the synthesized area, the layout overhead comes to 29.1%. Setup repair after global routing left no endpoint under its margin. 0 antenna diodes ended up in the layout. The number of clock sinks seen by CTS is 26. The number of max-cap violations is 0. In this run, the number of DRC markers left after iteration 0 of detailed routing was 23. The flip-flop cell with the highest count after synthesis is dfxtp_1. Counting along the longest clock path gives a buffer depth of 2. Post-CTS timing repair inserted 0 buffers for setup.

The number of buffers inserted during clock tree synthesis is 3. The critical path endpoint has a required time of between 2000 and 2500 ps. Static timing analysis puts the maximum clock frequency at 574 MHz. The via count of the first global-routing pass is ~470.

The global-route congestion overflow total is 0. The worst setup path is launched from a flop. Measured along the x axis, the die boundary spans 98 µm. The via count is 499.

The largest register by flop count is state_q. The instance count after placement with tap cells included is roughly 160.
final timing paths:
check                                 start     endpoint  cells past startpoint
worst max-delay path                   flop  debounced_o                      1
worst min-delay path             state_q[0]   state_q[0]                      1
worst max register to register  state_q[11]   state_q[2]                      4
worst min register to register   state_q[0]   state_q[0]                      1
layer usage:
metal / global-route usage / up-vias
li1: - / 268
met1: 0.0293 / 218
met2: 0.0335 / 9
met3: 0.0121 / 4
met4: 0.00783 / 0
met5: 0 / -
cells in the final DEF (no fill, tap or decap), types with 2 or more instances in the layout:
cell,count
xnor2_1,5
dfxtp_1,26
inv_1,2
clkdlybuf4s50_1,3
clkbuf_8,3
a31oi_1,2
xor2_1,3
nand2_1,3
nand3_1,2
or4_1,3
nor2_1,11
conb_1,15
nand2b_1,2
report_power, final:
part | leakage [µW] | internal, µW | total, µW | switching, µW
sequential | 0.000215 | 346 | 350 | 3.62
combinational | 0.000135 | 9.13 | 16.8 | 7.64
clock | 0.0000357 | 173 | 273 | 100
through the flow:
step | area, µm² | power [µW] | hold WS [ps] | setup WS (ps)
2_1_floorplan | 891 | 368 | 426 | 1680
3_3_place_gp | 1010 | 375 | 454 | 1190
3_5_place_dp | 1010 | 375 | 451 | 1160
4_1_cts | 1080 | 648 | 471 | 1340
5_1_grt | 1080 | 663 | 481 | 1290
6_report | 1080 | 639 | 470 | 1360
worst reg2reg max path: stages (launching register included):
cell and delay (ps):
dfxtp_1 300, or4b_4 540, nor3_4 270, nand4b_4 210, nor2_1 140
cells by family after synthesis:
family          Yosys count  synth area share
simple gates             30             0.230
flops                    26             0.621
xor+xnor                  8            0.0836
compound gates            3            0.0209
buf+inv                   3            0.0134
fa+ha+maj                 1            0.0149
other cells               1           0.00447
mux                       1            0.0119
cell type report:
| type | instances | area, µm² |
|---|---|---|
| Inverter | 2 | 7.51 |
| Timing Repair Buffer | 3 | 30.0 |
| Clock inverter | 1 | 30.0 |
| Fill cell | 634 | 4840 |
| Multi-Input combinational cell | 58 | 359 |
| Sequential cell | 26 | 520 |
| Tap cell | 75 | 93.8 |
| Clock buffer | 3 | 41.3 |
Power is estimated from default activity; no workload was simulated.
